==> design/flow/config.mk <==
export PLATFORM = sky130hd
export DESIGN_NAME = fsmir
export DESIGN_NICKNAME = fsmir
export VERILOG_FILES = /design/flow/design.v
export SDC_FILE = /design/flow/constraint.sdc
export NUM_CORES = 4
export LEC_CHECK = 1
export CORE_AREA = 10 10 96 96
export DIE_AREA = 0 0 106 106
==> design/flow/constraint.sdc <==
current_design fsmir

set clk_period 2.6
set clk_io_pct 0.2

create_clock -name clk0 -period $clk_period [get_ports {clk}]

set non_clock_inputs [all_inputs -no_clocks]
set_input_delay [expr $clk_period * $clk_io_pct] -clock clk0 $non_clock_inputs
set_output_delay [expr $clk_period * $clk_io_pct] -clock clk0 [all_outputs]
==> design/flow/design.v <==
module fsmir (
	input              clk   ,
	input        [7:0] di    ,
	output logic [7:0] c     ,
	output             solved
);
	initial c = 8'b0;
	assign solved = c == 8'd59;
	always @(posedge clk) begin
		c <= 8'b0;
		case (c)
			8'b1001: if((di ^ c) == 8'b1110000) c <= 8'b1010;
			8'b101001: if((di ^ c) == 8'b1010000) c <= 8'b101010;
			8'b11100: if((di ^ c) == 8'b1101000) c <= 8'b11101;
			8'b1010: if((di ^ c) == 8'b1111001) c <= 8'b1011;
			8'b1100: if((di ^ c) == 8'b1101001) c <= 8'b1101;
			8'b110000: if((di ^ c) == 8'b1011001) c <= 8'b110001;
			8'b111001: if((di ^ c) == 8'b110) c <= 8'b111010;
			8'b11000: if((di ^ c) == 8'b1000111) c <= 8'b11001;
			8'b11110: if((di ^ c) == 8'b1011101) c <= 8'b11111;
			8'b10: if((di ^ c) == 8'b1110001) c <= 8'b11;
			8'b10100: if((di ^ c) == 8'b1110011) c <= 8'b10101;
			8'b101011: if((di ^ c) == 8'b1000101) c <= 8'b101100;
			8'b10000: if((di ^ c) == 8'b1100010) c <= 8'b10001;
			8'b101010: if((di ^ c) == 8'b1110101) c <= 8'b101011;
			8'b100111: if((di ^ c) == 8'b1001001) c <= 8'b101000;
			8'b10111: if((di ^ c) == 8'b1100100) c <= 8'b11000;
			8'b11: if((di ^ c) == 8'b1110111) c <= 8'b100;
			8'b1111: if((di ^ c) == 8'b1101010) c <= 8'b10000;
			8'b101101: if((di ^ c) == 8'b1011001) c <= 8'b101110;
			8'b101000: if((di ^ c) == 8'b1001011) c <= 8'b101001;
			8'b101: if((di ^ c) == 8'b1010001) c <= 8'b110;
			8'b110110: if((di ^ c) == 8'b1010001) c <= 8'b110111;
			8'b1110: if((di ^ c) == 8'b1011000) c <= 8'b1111;
			8'b100010: if((di ^ c) == 8'b1010110) c <= 8'b100011;
			8'b100101: if((di ^ c) == 8'b1000011) c <= 8'b100110;
			8'b100: if((di ^ c) == 8'b1000111) c <= 8'b101;
			8'b10010: if((di ^ c) == 8'b1111110) c <= 8'b10011;
			8'b1101: if((di ^ c) == 8'b1100000) c <= 8'b1110;
			8'b110001: if((di ^ c) == 8'b1011110) c <= 8'b110010;
			8'b110101: if((di ^ c) == 8'b1011100) c <= 8'b110110;
			8'b110011: if((di ^ c) == 8'b1101100) c <= 8'b110100;
			8'b101111: if((di ^ c) == 8'b1011011) c <= 8'b110000;
			8'b1: if((di ^ c) == 8'b1110100) c <= 8'b10;
			8'b11001: if((di ^ c) == 8'b1110011) c <= 8'b11010;
			8'b100000: if((di ^ c) == 8'b1010111) c <= 8'b100001;
			8'b100011: if((di ^ c) == 8'b1001011) c <= 8'b100100;
			8'b100100: if((di ^ c) == 8'b1111011) c <= 8'b100101;
			8'b110111: if((di ^ c) == 8'b1011111) c <= 8'b111000;
			8'b100001: if((di ^ c) == 8'b1001000) c <= 8'b100010;
			8'b11101: if((di ^ c) == 8'b1000010) c <= 8'b11110;
			8'b110: if((di ^ c) == 8'b1000000) c <= 8'b111;
			8'b1000: if((di ^ c) == 8'b1011011) c <= 8'b1001;
			8'b110010: if((di ^ c) == 8'b1011100) c <= 8'b110011;
			8'b10011: if((di ^ c) == 8'b1111100) c <= 8'b10100;
			8'b100110: if((di ^ c) == 8'b1000111) c <= 8'b100111;
			8'b111010: if((di ^ c) == 8'b1000111) c <= 8'b111011;
			8'b10001: if((di ^ c) == 8'b1111000) c <= 8'b10010;
			8'b10101: if((di ^ c) == 8'b1001010) c <= 8'b10110;
			8'b0: if((di ^ c) == 8'b1101010) c <= 8'b1;
			8'b111000: if((di ^ c) == 8'b1001100) c <= 8'b111001;
			8'b110100: if((di ^ c) == 8'b1000110) c <= 8'b110101;
			8'b1011: if((di ^ c) == 8'b1111111) c <= 8'b1100;
			8'b11011: if((di ^ c) == 8'b1101000) c <= 8'b11100;
			8'b11111: if((di ^ c) == 8'b1000000) c <= 8'b100000;
			8'b101110: if((di ^ c) == 8'b1001111) c <= 8'b101111;
			8'b10110: if((di ^ c) == 8'b1111111) c <= 8'b10111;
			8'b11010: if((di ^ c) == 8'b1101111) c <= 8'b11011;
			8'b111: if((di ^ c) == 8'b1111100) c <= 8'b1000;
			8'b101100: if((di ^ c) == 8'b1000011) c <= 8'b101101;
			default   : c <= 8'b0;
		endcase
	end
endmodule
==> design/flow/run.sh <==
#!/bin/bash
# OpenROAD 26Q1-2900-gdf79404cd8, Yosys 0.63+post, stock flow scripts
make -C /OpenROAD-flow-scripts/flow DESIGN_CONFIG=/design/flow/config.mk WORK_HOME=/design/flow/orfs finish
==> flow_summary.toml <==
# generated from flow reports
[synthesis]
syn_area_per_cell_um2 = 6.73
async_flop_share_pct = 0
syn_area_um2 = 1570
ys_warn_count = 1
yosysUniqueCellTypes = 56
yosys-stat-cells = 233
netlist_instances = 233
yosys.stat.seqShare_pct = 7.66
ys_area_um2 = 1570
ys.flop_type = "dfxtp_1"
ys_ff = 6
edf_count = 0

[cells_and_area]
fillers = 796
regArea_um2 = 121
synthToLayoutAreaGrowth_pct = 59.9
top_register = "c"
drive_gt1_share_pct = 32.8
reg.largest.list = "c: 6 flops"
largest_register_ffs = 6
logic_area_um2 = 1430

[worst_setup_path]
start_kind = "flop"
arrival_ns = 2.00
worstSetupEndpointType = "primary output"
crit_fanout = 10
rrSetupSlack_ns = 0.13
worstPathRequired_ns = 2.08
path_class = "reg -> out"

[final_timing]
setup_slack_ns = 0.0815
fin_worst_skew_ns = 0.00464
setup_violations = 0
finalCriticalPeriod_ns = 2.52
relSlewSlack_pct = 56.0
rsz0062_at_grt = "no"
maxSlewViolCount = 0
fmax_mhz = 397
hold_viol_final = 0
finalClockPeriodUsage_pct = 96.9
tightest_slew_ns = 0.654

[pwr]
p_leak_nw = 0.970
seqPwrFrac_pct = 25.3
p_clk_share_pct = 38.3
power_density_nw_per_um2 = 146
switching_share_pct = 30.8
fin_total_pwr_w = 0.000367
ir_drop_uv = 91.8
switching_power_w = 0.000113
combPwrFrac_pct = 36.4
power.internal_w = 0.000254

[clocking]
cts.sink_count = 6
numCtsBuffers = 3
clk_pin_slew_ns = 0.03
insertion_delay_ns = 0.22
cts_hold_buf = 0
cts-root-buf = "clkbuf_8"
htree_levels = 1
cts_tree = "yes"
cts_buffer_depth = 2

[detailed_routing]
wl_per_cell_um = 20.9
drc_errors = 0
ant_nets = 0
drtIter0Drc = 246
via_per_inst = 5.80
dr.pass1.iters = 5
routed-via-count = 2432
diodes = 0
wl_mm = 8.74

[floorplan]
rows = 31
fp_util_pct = 21.7
ios = 18
die_width_um = 106
die_y_um = 106
dieArea_um2 = 11200
core_um2 = 7210

[global_routing]
antenna_found_initial = 0
grt_use_total_pct = 14.9
grt_overflow = 0
grt_pass1_wl_mm = 13.2
grt_pass1_vias = 2351
grt_max_degree = 16

[place]
pre_cts_slack_ns = -0.328
dpl.hpwl_mm = 7.31
gp_congestion = 1.04
io_buffers = 15

[run]
drv_cap = 0
warnings = 25

[hold_path]
hp-class = "reg -> reg"

[outcome]
status = "finished clean"
-- cells in the final DEF, fill, tap and decap left out, drive strengths merged, types with 3 or more instances in the layout --
master and instances:
buf 83, nand2 30, nor4 22, nor2 21, nand3 14, nand4 12, nor3 9, clkdlybuf4s50 7
nor2b 6, nor4b 6, and3 6, dfxtp 6, or3 5, a21oi 5, dlygate4sd2 5, nand2b 4
and4 4, o22ai 4, a211oi 4, xnor2 4, xor2 4, nand4bb 3, o2111ai 3, nor4bb 3
nand4b 3, or4 3, clkbuf 3, dlymetal6s2s 3, o21ai 3
-- final timing paths --
check | startpoint | to | cells past startpoint
setup / recovery | c[3] | solved | 5
hold / removal | c[3] | c[3] | 4
setup reg to reg | c[1] | c[1] | 6
hold reg to reg | c[3] | c[3] | 4
-- metal layers --
| layer | wire, um | global-route usage (%) |
|---|---|---|
| met1 | 3390 | 18.1 |
| met2 | 3860 | 24.4 |
| met3 | 850 | 2.81 |
| met4 | 642 | 8.22 |
| met5 | 0 | 0 |
-- cells by family (layout without fill, tap and decap cells) --
| group | Yosys count | after routing | synth area share (%) |
|---|---|---|---|
| simple gates | 163 | 163 | 61.5 |
| buf+inv | 17 | 103 | 5.11 |
| flops | 6 | 6 | 7.66 |
| compound gates | 38 | 38 | 18.0 |
| other cells | 1 | 2 | 0.239 |
| xor+xnor | 8 | 8 | 7.58 |
-- cells in the mapped netlist, types with 5 or more instances --
| cell type | n | area share [%] |
|---|---|---|
| and3_1 | 6 | 2.4 |
| nor2b_1 | 6 | 2.4 |
| nand4_1 | 12 | 4.8 |
| nor2_1 | 21 | 5.0 |
| nor4_1 | 20 | 8.0 |
| or3_1 | 5 | 2.0 |
| nor3_1 | 9 | 2.9 |
| buf_2 | 7 | 2.2 |
| dfxtp_1 | 6 | 7.7 |
| nand2_1 | 30 | 7.2 |
| nand3_1 | 14 | 4.5 |
| clkbuf_1 | 6 | 1.4 |
| a21oi_1 | 5 | 1.6 |
| nor4b_1 | 6 | 3.4 |
-- worst max-delay path, stage by stage (launching register included) --
cell and delay [ns]:
dfxtp_1 0.52, buf_4 0.26, nand2b_1 0.14, nor2_1 0.22, and3_1 0.18, clkdlybuf4s50_1 0.46
-- repair_timing --
action,CTS,global route
endpoints found under the setup margin,3,6
pin swaps,2,2
gates resized,14,8
buffers inserted,1,0
-- power by group through the flow --
stage	Combinational, W	Clock, W	Sequential (W)
final	0.000133	0.000140	0.0000929
after global routing	0.000141	0.000150	0.0000928
after CTS	0.000130	0.000143	0.0000928
-- stage by stage --
stage | instance area, um^2 | setup TNS [ns] | hold WS [ns] | std cells | utilization (%)
CTS | 2480 | 0 | 1.08 | 419 | 34.4
finish | 2510 | 0 | 1.09 | 419 | 34.7
floorplan | 1570 | 0 | 0.789 | 234 | -
global placement | 2400 | -1.62 | 1.08 | 415 | 33.3
global route | 2510 | 0 | 1.13 | 419 | 34.7
detailed placement | 2400 | -1.45 | 1.04 | 415 | 33.3
-- final cells by class --
cell class	instances	area share [%]
timing repair buffer	98	31.4
clock buffer	3	1.65
sequential	6	4.84
tap	99	4.94
multi-input combinational	211	56.9
inverter	2	0.300
Power and IR drop assume default switching activity.
